--- ./config.mk ---
export PLATFORM = sky130hd
export DESIGN_NAME = DE1_SoC_disp
export DESIGN_NICKNAME = DE1_SoC_disp
export VERILOG_FILES = /design/flow/design.v
export SDC_FILE = /design/flow/constraint.sdc
export NUM_CORES = 4
export LEC_CHECK = 1
export CORE_AREA = 10 10 70 70
export DIE_AREA = 0 0 80 80
--- ./constraint.sdc ---
current_design DE1_SoC_disp

set clk_period 1.1
set clk_io_pct 0.2

create_clock -name clk0 -period $clk_period

set non_clock_inputs [all_inputs -no_clocks]
set_input_delay [expr $clk_period * $clk_io_pct] -clock clk0 $non_clock_inputs
set_output_delay [expr $clk_period * $clk_io_pct] -clock clk0 [all_outputs]
--- ./design.v ---
module DE1_SoC_disp (HEX0, HEX1, HEX2, HEX3, HEX4, HEX5, KEY, LEDR, SW);
	output logic [6:0] HEX0, HEX1, HEX2, HEX3, HEX4, HEX5;  
	output logic [9:0] LEDR;  
	input logic [3:0] KEY;  
	input logic [9:0] SW;  
	logic [3:0] bcd ;  
	assign bcd = SW[9:6];  
	seg7 FA (.bcd(bcd), .leds(HEX0));  
endmodule
module DE1_SoC_disp_testbench();
	logic [6:0] HEX0, HEX1, HEX2, HEX3, HEX4, HEX5;  
	logic [9:0] LEDR;  
	logic [3:0] KEY;  
	logic [9:0] SW;  
	DE1_SoC_disp dut (.HEX0, .HEX1, .HEX2, .HEX3, .HEX4, .HEX5, .KEY, .LEDR, .SW);  
	initial begin
		SW[9:6] = 4'b0000; #10;
		SW[9:6] = 4'b0001; #10;
		SW[9:6] = 4'b0010; #10;
		SW[9:6] = 4'b0011; #10;
		SW[9:6] = 4'b0100; #10;
		SW[9:6] = 4'b0101; #10;
		SW[9:6] = 4'b0110; #10;
		SW[9:6] = 4'b0111; #10;
		SW[9:6] = 4'b1000; #10;
		SW[9:6] = 4'b1001; #10;
	end
endmodule
module seg7 (bcd, leds);
	input logic [3:0] bcd;
	output logic [6:0] leds;
	always_comb begin case
	(bcd)
		4'b0000: leds = 7'b1000000;  
		4'b0001: leds = 7'b1111001;  
		4'b0010: leds = 7'b0100100;  
		4'b0011: leds = 7'b0110000;  
		4'b0100: leds = 7'b0011001;  
		4'b0101: leds = 7'b0010010;  
		4'b0110: leds = 7'b0000010;  
		4'b0111: leds = 7'b1111000;  
		4'b1000: leds = 7'b0000000;  
		4'b1001: leds = 7'b0010000;  
		default: leds = 7'bX; endcase
	end
endmodule	
--- ./run.sh ---
#!/bin/bash
# OpenROAD 26Q1-2900-gdf79404cd8, Yosys 0.63+post, stock flow scripts
make -C /OpenROAD-flow-scripts/flow DESIGN_CONFIG=/design/flow/config.mk WORK_HOME=/design/flow/orfs finish
==> reports/results.ini <==
[hold_path]
hp-class = input pin to output pin
holdPathEnd = HEX0[2]
min-delay-start = SW[8]
whs_path_depth = 3

[global_route]
grt_pass1_wl_mm = 1.59
grt_use_met1_pct = 3.36
grt.total_usage_pct = 2.82
antenna_found_initial = 0
grt_use_met3_pct = 0.682
top_usage_layer = met2
grt_pass1_vias = 369
grt-ovfl-total = 0
use_met2_pct = 5.22
grt_max_degree = 9

[routing]
viasPerCell = 2.48
drtIter0Drc = 2
ant_nets = 0
vias = 315
antennaDiodeCount = 0
drc = 0
drt_wl_total_mm = 1.11
wire_per_inst_um = 8.76
drt_pass1_iterations = 2

[timing]
period_used_pct = 103
hold_viol = 0
grt_setup_unrepaired = true
setup_slack_ps = -36.2
fmax_mhz = 880
layout_min_cycle_time_ps = 1140
setup_viol = 2
slew_violations = 0

[cts]
cts.hold.buffers_added = 0

[synthesis]
top_cell = buf_4
ys_top_cells_by_area = buf_4, ha_1, nor2b_1
synth.top_cell.area_share_pct = 67.0
ys_chip_area_um2 = 504
ys_seq_share_pct = 0
yosysCellCount = 67
ys_types = 13
top_area_cell = buf_4
yosys-top-cells-count = buf_4, ha_1, nor2b_1
netlist_area_um2 = 504
ys.warnings.count = 46
syn_inst = 67
syn_avg_cell_area_um2 = 7.53

[floorplan]
coreArea_mm2 = 0.00342
fp_util_pct = 14.8
rows = 21
io_pins = 66
chipArea_mm2 = 0.00640
fp.dieW_um = 80
die_y_um = 80

[cells_and_area]
fill_cells = 390
drive_gt1_share_pct = 38.3
seq_area_um2 = 0
clock_buffers = 0
area_growth_pct = 24.3
utilization_pct = 18.4
comb_area_um2 = 423
seq_cells = 0

[outcome]
violations = negative setup slack
status = complete, but fails checks

[job]
stage_log_warnings = 48
drv_cap = 0

[worst_setup_path]
worst_setup_path_start_kind = input pin
path_max_fanout = 3
cp_data_arrival_time_ps = 920
criticalPathCategory = input pin to output pin
cp-end-kind = output pin
crit_required_ps = 880

[pwr]
leakage_nw = 0.332
power_density_mw_per_mm2 = 224
ir_drop_v = 0.0000360

[placement]
dpl_worst_slack_ps = -992
hpwl_um = 982
gp_congestion = 0.698
port_buffers = 11

-- cells in the final DEF (no fill, tap or decap) --
cell type,instances
a21oi_2,1
a21oi_1,1
buf_6,5
nor3_2,1
nand2_1,1
and2_4,1
inv_8,1
nor3b_2,1
nor3_1,1
buf_8,2
inv_6,1
ha_2,1
ha_4,4
mux2i_1,1
clkbuf_2,1
buf_2,7
nor2b_1,1
conb_1,45
nand2b_4,2
nor2b_4,3
-- cell families (layout without fill, tap and decap cells) --
| family | count (synthesis) | in the layout | share of synthesized area [%] |
|---|---|---|---|
| adders and majority gates | 5 | 5 | 12.4 |
| buffers and inverters | 47 | 17 | 68.5 |
| other | 1 | 45 | 0.744 |
| muxes | 1 | 1 | 1.99 |
| AOI/OAI and AO/OA | 2 | 2 | 1.99 |
| and+or+nand+nor | 11 | 11 | 14.4 |
-- worst max-delay path: stages --
cell and delay, ps:
buf_8 110, inv_8 60, ha_4 200, nand2b_4 140, a21oi_2 100, buf_2 100
-- power breakdown --
group          leakage (nW)  internal (mW)  switching, mW
sequential                0              0              0
combinational         0.332         0.0785         0.0622
clock                     0              0              0
-- cell type report --
| type | count | area share (%) |
|---|---|---|
| Multi-Input combinational cell | 64 | 67.5 |
| Timing Repair Buffer | 15 | 20.2 |
| Tap cell | 46 | 9.18 |
| Inverter | 2 | 3.19 |
-- per-layer routing --
layer  vias to the layer above  routed length [µm]
li1                        147                   -
met1                       140                 455
met2                        28                 549
met3                         0                 109
met4                         0                   0
met5                         -                   0
-- how the worst max path moves through the flow --
stage	startpoint	slack, ps	cells past startpoint	to
4_1_cts	SW[6]	-60	5	HEX0[1]
5_1_grt	SW[6]	-60	7	HEX0[3]
6_report	SW[7]	-40	6	HEX0[3]
-- stage by stage --
| stage | area, µm² | instances | setup TNS [ps] | hold WS (ps) | total power [mW] |
|---|---|---|---|---|---|
| 3_3_place_gp | 522 | 126 | -5910 | 1530 | 0.108 |
| 5_1_grt | 627 | 127 | -151 | 742 | 0.162 |
| 3_5_place_dp | 522 | 126 | -5980 | 1530 | 0.108 |
| 2_1_floorplan | 669 | 111 | 0 | 451 | 0.142 |
| 4_1_cts | 577 | 127 | -219 | 766 | 0.124 |
| 6_report | 627 | 127 | -40.6 | 715 | 0.141 |
-- timing repair --
action / 4_1_cts / 5_1_grt
resized: 59 / 15
pin swaps: 3 / 3
setup buffers: 1 / 0
hold endpoints to repair: 0 / 0
endpoints found under the setup margin: 7 / 7
No activity file was given, so power comes from the tool's default toggle rates.
